**design/flow/config.mk**
```make
export PLATFORM = sky130hd
export DESIGN_NAME = switch
export DESIGN_NICKNAME = switch
export VERILOG_FILES = /design/flow/design.v
export SDC_FILE = /design/flow/constraint.sdc
export NUM_CORES = 4
export LEC_CHECK = 1
export CORE_UTILIZATION = 30
```
**design/flow/constraint.sdc**
```tcl
current_design switch

set clk_period 10.0
set clk_io_pct 0.2

create_clock -name clk0 -period $clk_period [get_ports {clk}]

set non_clock_inputs [all_inputs -no_clocks]
set_input_delay [expr $clk_period * $clk_io_pct] -clock clk0 $non_clock_inputs
set_output_delay [expr $clk_period * $clk_io_pct] -clock clk0 [all_outputs]
```
**design/flow/design.v**
```verilog
`default_nettype none
module memory #(parameter NUM_OF_PORTS = 10, parameter PORT_ADDR_LENGTH = 8)(
  input wire clk,
  input wire reset,
  input wire wr_en,
  input wire [PORT_ADDR_LENGTH-1:0] port_address,
  input wire [$clog2(NUM_OF_PORTS)-1:0] port_index,
  output wire found_port,
  output reg [$clog2(NUM_OF_PORTS)-1:0] found_port_index
);
reg [PORT_ADDR_LENGTH-1:0] memory_reg [NUM_OF_PORTS-1:0];
reg addr_exists;
integer n;
always @(posedge clk)
begin
  if (reset)
    for (n=0;n<NUM_OF_PORTS;n=n+1)
    begin
      memory_reg[n]= {PORT_ADDR_LENGTH{1'b0}};
    end
  else if (wr_en && !addr_exists)
    memory_reg[port_index] <= port_address;
end
integer i;
always @(*)
begin
  addr_exists = 1'b0;
  found_port_index = 0;
  for (i = 0; i < NUM_OF_PORTS; i=i+1)
  begin
    if ((memory_reg[i] == port_address) && (port_address != {PORT_ADDR_LENGTH{1'b0}})) begin
      addr_exists = 1'b1;
      found_port_index = i;
    end
  end
end
assign found_port = addr_exists;
endmodule
module switch #(parameter NUM_OF_PORTS = 10, PORT_ADDR_LENGTH = 8, DATA_WIDTH = 8)(
    input wire clk,
    input wire reset,
    input wire [$clog2(NUM_OF_PORTS)-1:0] mem_port_index,
    input wire [PORT_ADDR_LENGTH-1:0] port_address,
    input wire mem_write,
    input wire [DATA_WIDTH-1:0] packet_data,
    input wire packet_send_req,
    output reg packet_finished,
    output reg [NUM_OF_PORTS-1:0] port_req,
    output reg [NUM_OF_PORTS*DATA_WIDTH-1:0] port_data,
    input wire [NUM_OF_PORTS-1:0] port_received
  );
  wire [NUM_OF_PORTS*PORT_ADDR_LENGTH-1:0] memory_data_i;
  wire [PORT_ADDR_LENGTH-1:0] port_address_i;
  wire addr_exist_i;
  reg [2:0] curr_state;
  parameter [2:0]
            IDLE    = 3'b001,
            REQ     = 3'b010,
            FOUND   = 3'b100;
  wire wr_en_i;
  wire [$clog2(NUM_OF_PORTS)-1:0] curr_port_i;
  wire found_port_i;
  assign wr_en_i = (mem_write && (curr_state == IDLE));
memory #(.NUM_OF_PORTS(NUM_OF_PORTS), .PORT_ADDR_LENGTH(PORT_ADDR_LENGTH)) i_memory (
           .clk(clk),
           .reset(reset),
           .wr_en(wr_en_i),
           .port_address(port_address),
           .port_index(mem_port_index),
      .found_port(found_port_i),
           .found_port_index(curr_port_i)
         );
  always @(posedge clk)
  begin
    if (reset)
      curr_state <= IDLE;
    else begin
        case (curr_state)
          IDLE:
            if (packet_send_req)
              curr_state <= REQ;
            else
              curr_state <= IDLE;
          REQ:
            if (found_port_i)
              curr_state <= FOUND;
            else
              curr_state <= IDLE;
          FOUND: begin
            if (port_received[curr_port_i])
              curr_state <= IDLE;
            else
              curr_state <= FOUND;
          end
          default:
            curr_state <= IDLE;
        endcase
     end
  end
  always @(*)
  begin
      packet_finished <= 1'b0;
      port_req <= {NUM_OF_PORTS{1'b0}};
      port_data <= {(NUM_OF_PORTS*DATA_WIDTH){1'b0}};
      case (curr_state)
          IDLE: begin
          end
          REQ: begin
            if (!found_port_i)
              packet_finished <= 1'b1;
          end
          FOUND: begin
              if (port_received[curr_port_i])
                packet_finished <= 1'b1;
              else begin
                port_req[curr_port_i] <= 1'b1;
                port_data[curr_port_i*DATA_WIDTH +: DATA_WIDTH] <= packet_data;
              end
          end
      endcase
  end
endmodule
```
**design/flow/run.sh**
```bash
#!/bin/bash
# OpenROAD 26Q1-2900-gdf79404cd8, Yosys 0.63+post, stock flow scripts
make -C /OpenROAD-flow-scripts/flow DESIGN_CONFIG=/design/flow/config.mk WORK_HOME=/design/flow/orfs finish
```
==> notes.md <==
The flow completed. Static leakage landed at 2.37 nW. Post-CTS timing repair inserted 0 buffers for setup. The global route stage reports its total congestion overflow as 0. Final RePlAce weighted congestion landed at 0.804.

At the worst endpoint, the arrival time is 7.05 ns. Final clock skew landed at 0.00823 ns. Sorting the synthesis cell report by count puts at the top edfxtp_1. Total number of warnings across the stage logs landed at 26. Core region area landed at 19500 µm².

After detailed routing, the number of vias per cell comes to 5.25. Synthesis handed over a netlist of 543 instances. The global routing report lists combined usage of all routing layers as 0.177. Maximum operating frequency landed at 0.110 GHz. After detailed routing, the average wire length per cell comes to 19.2 µm. Synthesized chip area reported by yosys landed at 6000 µm².

The worst setup path is launched from an input pin. Summing every instance area after synthesis gives 6000 µm². Number of cell instances on the worst register-to-register path landed at 9. After filler insertion, the fill cell instance count of the layout stands at 1869. Pin count of the biggest net entering global routing landed at 83. Per the synth stats, the flop cell with the highest instance count is edfxtp_1.

Max-slew check failures listed in the final report amount to 0. The flow reported a cell area power density of 110 nW/µm². In the floorplan report the effective utilization is 0.307. The synthesized design contains 80 enable-type register cells. The final layout reports a setup TNS of 0 ns. The flow ran to the end, and the final reports show no timing, DRC or antenna violations.

Clock tree synthesis inserted a total of 9 buffers. Clock-pin slew of the registers on the worst-case setup and hold paths landed at 0.06 ns. Relative area change from synthesis to final layout landed at 27.4%.

The path class of the tightest hold or removal check is register to register. Number of stages on the worst hold path landed at 1. Data required time at the worst endpoint landed at 8.00 ns.

Of the post-synthesis cell area, the dominant cell type holds 0.401. In the finished design, the share of the clock period the worst path needs comes to 0.905. Post-synthesis sequential area ratio landed at 0.411. Count of clock tree sinks landed at 83. Per the final timing report, the hold violations number 0. The via count of the first global-routing pass is 4516. Of all flip-flops after synthesis, the portion carrying an async set or reset was 0. After detailed routing, the total wire length is 17400 µm. Per the run summary, max-cap violations total 0. TritonRoute reported its final design rule violation total as 0. Worst slew slack as a fraction of its limit landed at 0.390. First-pass GRT wire length landed at 26600 µm. Cell count in the Yosys report landed at 543. The die covers 20600 µm².

Synthesis inferred 83 register bits. IR analysis of the VDD net gives a maximum drop of 0.0861 mV. Number of design-rule violations left by the first detailed-router iteration landed at 208. Detailed routing inserted a total of 4767 vias. Setup-violating endpoint count in the final report landed at 0. Top fanout value on the critical path landed at 16. The cell sitting at the root of the clock tree is a clkbuf_16. The H-tree was split into 3 levels. Number of flip-flops under the largest register name landed at 80. The number of antenna violations at the first check in global routing is 0. Total inserted antenna cells landed at 0.

Clock latency of the later-clocked register in the worst-skew pair landed at 0.33 ns. Of the cells placed in the final design, the portion with a size suffix greater than 1 is 0.137. For this run, the number of Yosys warnings is 2. Looking at the setup timing report, the critical path kind is input pin to primary output. In the synthesized netlist, the cells that appear most often are edfxtp_1, nor2_1, xor2_1, a2111oi_2, nand3_1.

Worst hold-check slack landed at 0.571 ns. In this run the deepest clock path goes through 2 buffers. Post-place instance area landed at 7350 µm². Post-layout instance area landed at 7640 µm².

The die is 143 µm tall. Each instance of the synthesized netlist takes up on average 11.0 µm². Post-synthesis cell type count landed at 55. Number of nets still failing antenna checks after routing landed at 0. Setup repair after global routing left no endpoint under its margin.

For reference, the top cells by area after synthesis are edfxtp_1, a2111oi_2, xor2_1. Summed over all instances, the cell type with the most area after synthesis is edfxtp_1. The buffer_ports step reported a buffer count of 124. Slew at the pin closest to its max-slew limit landed at 0.912 ns. In this run the horizontal extent of the chip is 143 µm. The number of hold buffers added after CTS was 0. The first TritonRoute pass finished after 4 iterations. STA classifies the critical path endpoint as a primary output. In this run the core area contains 51 standard-cell rows. Time the final worst path needs with I/O delays and setup landed at 9.05 ns.

Post-CTS repair ended up resizing 0 cells. TritonCTS built the clock tree. Count of boundary I/O pins landed at 125.

Sum of net half-perimeters after detailed placement landed at 12400 µm.
==> power breakdown <==
part,internal [W],switching (W)
combinational,0.0000392,0.0000872
clock,0.000192,0.000123
sequential,0.000394,0.00000618
==> layout make-up <==
type / count / area (µm²) / area share
clock inverters: 5 / 53.8 / 0.00704
multi-input cells: 391 / 3160 / 0.413
flip-flops and latches: 83 / 2460 / 0.322
clock buffers: 11 / 233 / 0.0305
inverters: 22 / 82.6 / 0.0108
well taps: 265 / 332 / 0.0434
repair buffers: 131 / 1320 / 0.173
==> critical path, stage by stage <==
cell,delay [ns]
clkdlybuf4s50_1,0.89
nor4_1,0.49
nand2_1,0.36
nand3_1,0.32
a21boi_4,0.26
a21boi_4,0.11
o21ai_2,0.42
ha_1,0.40
a21oi_4,0.29
nand3_2,0.39
a2111oi_0,0.56
clkdlybuf4s50_1,0.55
==> path summary, 6_finish.rpt <==
| check | from | slack, ns | end |
|---|---|---|---|
| max | port_address[7] | 0.95 | port_data[9] |
| min | curr_state[0] | 0.57 | curr_state[2] |
| max reg2reg | i_memory.memory_reg[8][1] | 6.68 | i_memory.memory_reg[5][1] |
| min reg2reg | curr_state[0] | 0.57 | curr_state[2] |
==> cells in the final DEF (no fill, tap or decap), types with 3 or more instances in the layout <==
cell type | netlist | final
xor2_1 | 64 | 64
dfxtp_1 | 3 | 3
nand2b_1 | 11 | 11
nand3b_1 | 9 | 9
nor4_1 | 15 | 15
nand3_2 | 3 | 3
nor2_1 | 75 | 75
edfxtp_1 | 80 | 80
nand3_1 | 26 | 25
clkdlybuf4s50_1 | 0 | 124
inv_1 | 22 | 22
and2_1 | 4 | 4
a21oi_1 | 3 | 3
o31ai_1 | 3 | 3
a2111oi_0 | 4 | 4
clkbuf_16 | 0 | 9
nand2_1 | 16 | 16
xnor2_1 | 16 | 16
nand4_1 | 8 | 8
nor2b_1 | 6 | 6
buf_4 | 4 | 5
ha_1 | 3 | 3
a2111oi_1 | 22 | 22
a211oi_1 | 17 | 17
nor4_2 | 3 | 3
a31o_2 | 3 | 3
a2111oi_4 | 4 | 4
a2111oi_2 | 43 | 43
==> routing by layer <==
layer | track usage | wire (µm) | up-vias
li1 | - | - | 2270
met5 | 0 | 0 | -
met3 | 0.0638 | 1730 | 19
met4 | 0.0258 | 292 | 0
met2 | 0.301 | 8560 | 234
met1 | 0.222 | 6830 | 2244
==> cells by family (layout without fill, tap and decap cells) <==
logic type | Yosys count | after routing | synth area share
and+or+nand+nor | 192 | 192 | 0.169
adders and majority gates | 3 | 3 | 0.00626
xor gates and xnor gates | 80 | 80 | 0.117
muxes | 4 | 4 | 0.00772
buffers and inverters | 69 | 169 | 0.0651
DFF | 83 | 83 | 0.411
AOI/OAI and AO/OA | 112 | 112 | 0.224
==> stage by stage <==
stage	std cells	util	total power (W)	setup WS, ns
after floorplan	543	-	0.000494	3.14
after global placement	892	0.377	0.000532	1.17
after detailed placement	892	0.377	0.000533	0.993
after CTS	908	0.391	0.000844	0.972
after global routing	908	0.391	0.000872	0.608
final	908	0.391	0.000842	0.945
Power is estimated from default activity; no workload was simulated.
